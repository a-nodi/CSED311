--- design/flow/config.mk ---
export PLATFORM = sky130hd
export DESIGN_NAME = ALU
export DESIGN_NICKNAME = ALU
export VERILOG_FILES = /design/flow/design.v
export SDC_FILE = /design/flow/constraint.sdc
export NUM_CORES = 4
export LEC_CHECK = 1
export CORE_UTILIZATION = 50
--- design/flow/constraint.sdc ---
current_design ALU

set clk_period 18.4
set clk_io_pct 0.2

create_clock -name clk0 -period $clk_period

set non_clock_inputs [all_inputs -no_clocks]
set_input_delay [expr $clk_period * $clk_io_pct] -clock clk0 $non_clock_inputs
set_output_delay [expr $clk_period * $clk_io_pct] -clock clk0 [all_outputs]
--- design/flow/design.v ---
module ALU(
    alu_op,
    alu_in_1,
    alu_in_2,
    alu_result,
    alu_bcond
);
    input [4:0] alu_op;
    input [31:0] alu_in_1;
    input [31:0] alu_in_2;
    output reg [31:0] alu_result;
    output reg alu_bcond;
    always @(*) begin
        alu_result = 0;
        alu_bcond = 0;
        case(alu_op)
            5'b00000:  
                alu_result = 0;
            5'b00001:  
                alu_result = 1;
            5'b00010:  
                alu_result = alu_in_1;
            5'b00011:  
                alu_result = alu_in_1 + alu_in_2;
            5'b00100:  
                alu_result = alu_in_1 - alu_in_2;
            5'b00101:  
                alu_result = alu_in_1 + 1;
            5'b00110:  
                alu_result = alu_in_1 - 1;
            5'b00111:  
                alu_result = ~alu_in_1;
            5'b01000:  
                alu_result = ~alu_in_1 + 1;
            5'b01001:  
                alu_result = alu_in_1 & alu_in_2;
            5'b01010:  
                alu_result = alu_in_1 | alu_in_2;
            5'b01011:  
                alu_result = ~(alu_in_1 & alu_in_2);
            5'b01100:  
                alu_result = ~(alu_in_1 | alu_in_2);
            5'b01101:  
                alu_result = alu_in_1 ^ alu_in_2;
            5'b01110:  
                alu_result = ~(alu_in_1 ^ alu_in_2);
            5'b01111:  
                alu_result = alu_in_1 << alu_in_2[4:0];
            5'b10000:  
                alu_result = alu_in_1 >> alu_in_2[4:0];
            5'b10001:  
                alu_result = alu_in_1 <<< alu_in_2[4:0];
            5'b10010:  
                alu_result = alu_in_1 >>> alu_in_2[4:0];
            5'b10011:  
                alu_bcond = alu_in_1 == alu_in_2;
            5'b10100:  
                alu_bcond = alu_in_1 != alu_in_2;
            5'b10101:  
                alu_bcond = alu_in_1 < alu_in_2;
            5'b10110:  
                alu_bcond = alu_in_1 >= alu_in_2;
            default: begin
            end
        endcase
    end
endmodule
--- design/flow/run.sh ---
#!/bin/bash
# OpenROAD 26Q1-2900-gdf79404cd8, Yosys 0.63+post, stock flow scripts
make -C /OpenROAD-flow-scripts/flow DESIGN_CONFIG=/design/flow/config.mk WORK_HOME=/design/flow/orfs finish
==> out/metrics.cfg <==
[status]
status=finished, final reports clean

[setup_path]
start_kind=primary input
path_buffers=3
crit_fanout=57
path_cells=buf_2 -> buf_4 -> nor4_4 -> nand3_1 -> or3_1 -> nand2b_1 -> o21ai_0 -> nand3_1 -> ha_1 -> a2111oi_0 -> o31a_1 -> a21oi_1 -> o31a_1 -> a22o_1 -> o31ai_1 -> o21ai_0 -> mux2i_1 -> a221o_1 -> clkdlybuf4s50_1
worst_path_largest_cell_delay_ns=0.58
critPathArrivalTime_ns=9.20
cpMaxStageDelayCell=nor4_4
end_kind=output port
cp_data_required_time_ns=14.72
path_class=primary input to output port
critPathTopFamily=AND-OR/OR-AND gates

[die]
dieWidth_um=158
initCoreUtil_pct=51.5
die_h_um=158
chip_area_sq_um=25000
ios=102
rows=56
core_sq_um=23700

[pwr]
power.switching_uw=236
p_leak_uw=0.00536
vdd_drop_max_mv=0.0171
power.internal_uw=159
switching_share_pct=59.7
cellPowerDensity_nw_per_um2=29.4

[drt]
post_drt_wl_per_cell_um=25.5
drc=0
vias=14500
firstDrtPassIters=6
ant_nets=0
vias_per_cell=6.87
drt_iter0_markers=1953
wirelength_mm=53.9

[global_routing]
grt_max_degree=63
grt_usage_pct=43.7
first_global_vias=12800
grt_overflow=0
grt_pass1_wl_mm=80.1
grt_antenna_before_repair=1

[final_timing]
final-setup-viol-count=0
fin_setup_tns_ns=0
period_used_pct=70.0
hold_ws_ns=8.37
hold_violations=0
period_minus_slack_ns=12.88
tightest_slew_ns=1.04
max_slew_margin_pct=30.8
slew_violations=0
max_freq_mhz=77.7
rsz0062_at_grt=no

[yosys]
synth_area_sq_um=12200
synth_top_area_share_pct=14.0
postSynthCellCount=1786
area_leaders=ha_1, mux4_2, xnor2_1
ys_seq_share_pct=0
ys_cells=1786
ys_warn_count=1
yosysTopAreaCell=ha_1
synthTopCellsByCount=nor2_1, nand2_1, a21oi_1, ha_1
syn_avg_cell_area_sq_um=6.83
synth.distinct_cells=94
yosys-stat-area_sq_um=12200
post-synth-top-count-cell=nor2_1

[placed_design]
dp_hpwl_mm=40.5
io_buffers=102
place_congestion=1.06

[cells_and_area]
clock_buffers=0
areaGrowthSynthToFinish_pct=10.2
flops=0
drive_above_1_share_pct=8.58
area.sequential_sq_um=0

[clock_tree]
cts_hold_buf=0
cts_setup_buffers=0
cts.repair.resized=0

[run]
warnings=106
maxCapViolations=0

[min_path]
hold_class=primary input to output port

-- tightest hold or removal path, cell delays in order --
cell	delay [ns]
buf_2	0.26
o221ai_1	0.28
o21ai_1	0.07
clkdlybuf4s50_1	0.40
-- final timing paths --
path | from | end | slack, ns | cells past startpoint
min | alu_op[1] | alu_bcond | 8.37 | 4
max | alu_in_2[2] | alu_result[28] | 5.52 | 19
-- through the flow --
stage          setup slack (ns)  std cells  instance area [sq um]  power [uW]  util [%]
2_1_floorplan              6.82       1786                  12200         248         -
3_3_place_gp               5.69       2114                  13400         379      56.7
3_5_place_dp               5.66       2114                  13400         379      56.7
4_1_cts                    5.62       2114                  13400         381      56.7
5_1_grt                    5.15       2114                  13400         422      56.7
6_report                   5.52       2116                  13400         395      56.8
-- placed cells by master (no fill, tap or decap), types with 9 or more instances in the layout --
| cell type | synthesis | routed |
|---|---|---|
| xnor2_1 | 95 | 95 |
| nor4_1 | 20 | 19 |
| and2_1 | 9 | 9 |
| a211oi_1 | 29 | 29 |
| nor2_1 | 184 | 184 |
| a2111oi_0 | 12 | 12 |
| a21o_1 | 19 | 19 |
| ha_1 | 137 | 137 |
| o31a_1 | 9 | 9 |
| nand2b_1 | 15 | 15 |
| mux2i_1 | 54 | 54 |
| o21ai_0 | 113 | 113 |
| o2111ai_1 | 10 | 10 |
| o22ai_1 | 40 | 40 |
| nor3_1 | 42 | 41 |
| or3_1 | 12 | 12 |
| and3_1 | 16 | 16 |
| a221oi_1 | 23 | 23 |
| o221ai_1 | 35 | 35 |
| nand2_1 | 174 | 174 |
| clkdlybuf4s50_1 | 0 | 96 |
| inv_1 | 90 | 89 |
| a21oi_1 | 147 | 147 |
| mux2_2 | 11 | 11 |
| o31ai_1 | 18 | 18 |
| a31oi_1 | 12 | 12 |
| o211ai_1 | 23 | 23 |
| buf_4 | 1 | 61 |
| xor2_1 | 27 | 27 |
| nand3_1 | 44 | 44 |
| nor2b_1 | 12 | 12 |
| a22oi_1 | 19 | 19 |
| mux4_2 | 44 | 44 |
| nand4_1 | 12 | 12 |
-- cell families after synthesis --
group | Yosys count | synth area share [%]
fa+ha+maj | 139 | 14.4
buf+inv | 247 | 8.02
compound gates | 588 | 32.4
mux | 110 | 13.7
xor+xnor | 123 | 8.89
simple gates | 579 | 22.6
-- final cells by class --
type | instances | area (sq um)
Multi-Input combinational cell | 1539 | 11200
Fill cell | 2332 | 10200
Timing Repair Buffer | 161 | 1440
Tap cell | 319 | 399
Inverter | 95 | 357
Antenna cell | 2 | 5.00
-- power groups by stage --
| stage | Clock [uW] | Combinational, uW | Sequential, uW |
|---|---|---|---|
| 4_1_cts | 0 | 381 | 0 |
| 5_1_grt | 0 | 422 | 0 |
-- routing by layer --
| metal | part of all wire [%] | global-route usage [%] | vias to the layer above | wire [um] |
|---|---|---|---|---|
| met5 | 0 | 0 | - | 0 |
| met4 | 5.6 | 20.4 | 0 | 3020 |
| met3 | 14 | 13.8 | 182 | 7560 |
| met2 | 40 | 60.3 | 1026 | 21400 |
| met1 | 41 | 61.5 | 6650 | 22000 |
| li1 | - | - | 6681 | - |
No activity file was given, so power comes from the tool's default toggle rates.
