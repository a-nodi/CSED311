===== flow/run.sh =====
#!/bin/bash
# OpenROAD 26Q1-2900-gdf79404cd8, Yosys 0.63+post, stock flow scripts
make -C /OpenROAD-flow-scripts/flow DESIGN_CONFIG=/design/flow/config.mk WORK_HOME=/design/flow/orfs finish

===== flow/config.mk =====
export PLATFORM = sky130hd
export DESIGN_NAME = BTB
export DESIGN_NICKNAME = BTB
export VERILOG_FILES = /design/flow/design.v
export SDC_FILE = /design/flow/constraint.sdc
export NUM_CORES = 4
export LEC_CHECK = 1
export CORE_UTILIZATION = 30

===== flow/constraint.sdc =====
current_design BTB

set clk_period 11.5
set clk_io_pct 0.2

create_clock -name clk0 -period $clk_period [get_ports {clk}]

set non_clock_inputs [all_inputs -no_clocks]
set_input_delay [expr $clk_period * $clk_io_pct] -clock clk0 $non_clock_inputs
set_output_delay [expr $clk_period * $clk_io_pct] -clock clk0 [all_outputs]

===== flow/design.v =====
module BTB(
    IF_btb_index,
    ID_EX_btb_index,
    update_table,
    ID_EX_pc,
    reset,
    clk, 
    target_out
);
    input [5 - 1:0] IF_btb_index;
    input [5 - 1:0] ID_EX_btb_index;
    input update_table;
    input reset;
    input clk;
    input [32 - 1:0] ID_EX_pc;
    output reg [32 - 1:0] target_out;
    reg [32 - 1:0] target_table[0:2 ** 5 - 1];
    integer i;
    always @(*) begin
        target_out = target_table[IF_btb_index];
    end
    always @(posedge clk) begin
        if (reset) begin  
            for (i = 0; i < 2 ** 5; i = i + 1) begin
                target_table[i] <= 0;
            end
        end
        if (update_table) begin
            target_table[ID_EX_btb_index] <= ID_EX_pc;
        end
    end
endmodule

==> changes_impl.md <==
## Implementation

- Worst-case vdd ir drop: 112 uV
- Max-cap violations: 0
- Top Family by Delay on Critical Path: buffers and inverters
- Slew HR: 38.1%
- Pre-CTS WS: 3110 ps
- Max FFs per register: 1024
- Log Warnings: 26
- Crit path max fanout: 44
- GR Util All Layers: 17.0%
- Top-area cell share: 64.9%
- CTS resizes: 0
- Initial DRC Count: 1583
- Synth Seq Share: 64.9%
- I/O pin count: 77
- Setup TNS: 0 ps
- CP endpoint kind: primary output
- WL final: 128000 um
- Largest net degree at the start of global routing: 96
- Power per cell area: 152 nW/um^2
- Hold buffer count at CTS: 0
- Max-slew violations: 0
- CTS tree: done
- Synth cell types: 27
- Measured slew at the worst slew-check pin: 925 ps
- Maximum clock frequency: 120 MHz
- CP startpoint kind: primary input
- Via/cell ratio: 4.74
- Max stage delay on crit path: 790 ps
- Width of the die: 399 um
- Arr. time, crit path: 6050 ps
- Top cells excl fill/tap: and2_1, edfxtp_1, mux2i_1
- Initial Util: 30.3%
- Clock sinks: 1024
- Flops after synth: 1024
- Crit path buf inv count: 3
- Gate Count Post-Synth: 3479
- Unrepaired setup endpoints after global routing: no
- Vias in the first global route: 27258
- Core Area: 157000 sq um
- Status: finished, final reports clean
- Static Leakage: 19.4 nW
- Routed Antenna Nets: 0
- Tmin final: 8350 ps
- Crit-path slowest cell: nor2b_4
- Biggest register: target_table
- Syn Area/Cell: 13.6 sq um
- Number of setup buffers added after CTS: 0
- Final period util: 72.6%
- Die area: 160000 sq um
- Die H: 399 um
- Initial antenna violation count: 15
- Clock slew at reported path FFs: 60 ps
- Drt first pass iters: 6
- CP most frequent cell: clkdlybuf4s50_1
- Global-route wire length before repair: 186000 um
- Grt total ovfl: 0
- Port Buffer Count: 76
- Post-DP HPWL: 72700 um
- Cell Chain, Critical Path: clkdlybuf4s50_1 -> nor2b_4 -> buf_4 -> a22o_1 -> nor3_1 -> a31oi_1 -> nand3_1 -> clkdlybuf4s50_1
- Largest regs: target_table (1024)
- Layout cells sized above 1: 9.21%
- Critical path class: in2out
- Fin. Hold Viols: 0
- CTS buffer count: 99
- Mapped cell area: 47400 sq um
- Synth top area cells: edfxtp_1, and2_1, mux2i_1, a22oi_1, clkbuf_1
- WL per Instance: 22.9 um
- Final Power: 8.07 mW
- H-tree Lvls: 3
- Final worst slack: 3150 ps
- Hold Crit Depth: 3
- Synth-to-Final Area Change: 12.3%
- GPL Wtd Cong: 0.840
- Worst setup path startpoint: IF_btb_index[0]
- Synth area leader: edfxtp_1
- # DRC: 0
- Yosys Instances: 3479
- Min-Delay Endpoint: target_table[3][11]
- Clock root cell: clkbuf_16
- Worst hold start: ID_EX_pc[11]
- CTS max path bufs: 3
- Row Count: 145
- HP Class: in2reg
- Final setup fails: 0
- WP data required: 9200 ps
- YS chip area: 47400 sq um
- Syn. warnings: 1
- Via count: 26474
-- synthesized netlist by cell type, drive strengths merged --
cell	instances
nor2	34
nor2b	2
nor3	32
nand3	98
clkbuf	242
a21oi	96
edfxtp	1024
or3	1
nand2b	2
a31oi	32
a22oi	96
a22o	64
nand3b	5
and2	1025
or2	33
nand2	98
buf	80
or3b	3
mux2i	512
-- cell families after synthesis --
logic type	Yosys count	share of synthesized area (%)
AOI/OAI and AO/OA	288	4.14
and+or+nand+nor	1333	16.9
DFF	1024	64.9
muxes	512	10.8
buffers and inverters	322	3.28
-- report_power, final --
part / total [mW] / internal [mW] / switching, mW / leakage (nW)
combinational: 0.664 / 0.224 / 0.440 / 8.20
clock: 3.04 / 1.67 / 1.37 / 1.44
sequential: 4.36 / 4.32 / 0.0484 / 9.76
-- area by class of cell --
cell class / instances / area (sq um)
Clock buffer: 124 / 2610
Sequential cell: 1024 / 30700
Timing Repair Buffer: 195 / 1750
Antenna cell: 4 / 10.0
Fill cell: 14733 / 103000
Tap cell: 2058 / 2570
Multi-Input combinational cell: 2133 / 15100
Clock inverter: 53 / 353
-- tightest hold or removal path, stage by stage --
cell and delay [ps]:
clkdlybuf4s50_1 410, buf_4 220, and2_1 170
-- how the worst max path moves through the flow --
| stage | cells after the start | slack, ps | to |
|---|---|---|---|
| after global routing | 7 | 2770 | target_out[31] |
| final | 8 | 3150 | target_out[31] |
| after CTS | 8 | 3100 | target_out[31] |
-- metal layers --
layer  vias up  GRT usage [%]  share of wire, %  wire length [um]
li1      12393              -                 -                 -
met1     12761           21.3                37             47900
met2      1097           26.2                47             60300
met3       199           9.63                13             16100
met4        24           4.06               2.8              3560
met5         -              0              0.11               146
-- stage by stage --
| stage | std cells | hold slack, ps | instance area (sq um) | util [%] |
|---|---|---|---|---|
| 2_1_floorplan | 3479 | 2500 | 47400 | - |
| 3_5_place_dp | 5410 | 3280 | 50200 | 32.1 |
| 4_1_cts | 5587 | 2530 | 53200 | 34.0 |
| 5_1_grt | 5589 | 2600 | 53200 | 34.0 |
| 6_report | 5591 | 2570 | 53200 | 34.0 |
| 3_3_place_gp | 5410 | 3270 | 50200 | 32.1 |
No activity file was given, so power comes from the tool's default toggle rates.
