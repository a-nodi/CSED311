===== design/flow/run.sh =====
#!/bin/bash
# OpenROAD 26Q1-2900-gdf79404cd8, Yosys 0.63+post, stock flow scripts
make -C /OpenROAD-flow-scripts/flow DESIGN_CONFIG=/design/flow/config.mk WORK_HOME=/design/flow/orfs finish

===== design/flow/config.mk =====
export PLATFORM = sky130hd
export DESIGN_NAME = TagTable
export DESIGN_NICKNAME = TagTable
export VERILOG_FILES = /design/flow/design.v
export SDC_FILE = /design/flow/constraint.sdc
export NUM_CORES = 4
export LEC_CHECK = 1
export CORE_UTILIZATION = 40

===== design/flow/constraint.sdc =====
current_design TagTable

set clk_period 8.6
set clk_io_pct 0.2

create_clock -name clk0 -period $clk_period [get_ports {clk}]

set non_clock_inputs [all_inputs -no_clocks]
set_input_delay [expr $clk_period * $clk_io_pct] -clock clk0 $non_clock_inputs
set_output_delay [expr $clk_period * $clk_io_pct] -clock clk0 [all_outputs]

===== design/flow/design.v =====
module TagTable(
    IF_btb_index,
    ID_EX_btb_index,
    ID_EX_tag,
    update_tag,
    clk,
    reset,
    corresponding_tag
);
    input [5 - 1:0] IF_btb_index;
    input [5 - 1:0] ID_EX_btb_index;
    input [25 - 1:0] ID_EX_tag;
    input update_tag;
    input clk;
    input reset;
    output reg [25 - 1:0] corresponding_tag;
    reg [25 - 1:0] _tag_table[0 : 2**5 - 1];
    integer i;
    always @(*) begin
        corresponding_tag = _tag_table[IF_btb_index];
    end
    always @(posedge clk) begin
        if (reset) begin
            for (i = 0; i < 2**5; i = i + 1) begin
                _tag_table[i] <= -1;   
            end
        end
        if (update_tag) begin
            _tag_table[ID_EX_btb_index] <= ID_EX_tag;
        end
    end
endmodule

==> reports/qor.json <==
{
  "grtUsageMet1_pct": 30.7,
  "standard_cell_row_count": 111,
  "report.power.total_mw": 8.54,
  "critPathTopFamily": "buffers and inverters",
  "biggestRegsByFlops": "_tag_table: 800 flops",
  "ys_seq_elements": 800,
  "cp_data_arrival_time_ns": 4.71,
  "synth_area_per_cell_sq_um": 13.4,
  "timing.critical_path.slowest_cell_delay_ns": 0.63,
  "synth_warnings": 1,
  "dpl.cell_count": 3884,
  "cp.buffers_inverters": 3,
  "pre_cts_ws_ns": 2.17,
  "asyncSetResetFlopFracSynth_pct": 0,
  "post_synth_inst_count": 2770,
  "synth-cells-yosys": 2770,
  "outcome": "completed",
  "clock_sinks": 800,
  "grtUsageTotal_pct": 22.6,
  "chipWidth_um": 306,
  "wire_length_after_detailed_routing_mm": 97.9,
  "finalHoldWorstSlack_ns": 2.07,
  "clockBufferDepth": 3,
  "gp_congestion": 0.883,
  "floorplan_utilization_pct": 40.4,
  "path_common_cell": "sky130_fd_sc_hd__clkdlybuf4s50_1",
  "post-cts-setup-buffer-count": 0,
  "synth_largest_type_area_fraction_pct": 64.8,
  "layout.cells.non_filler": 4024,
  "dr.pass1.iters": 5,
  "yosys.stat.seqShare_pct": 64.8,
  "largest_register_ff_count": 800,
  "detailedPlacementHpwl_mm": 57.1,
  "setup-tns-final_ns": 0,
  "cp-start-kind": "input port",
  "setup_repair_after_global_routing_missed_its_margin": "false",
  "final_layout_size_suffix_gt1_share_pct": 22.9,
  "post_synth_main_area_contributors": "sky130_fd_sc_hd__edfxtp_1 (65%), sky130_fd_sc_hd__mux2i_1 (11%), sky130_fd_sc_hd__or2_2 (6.8%), sky130_fd_sc_hd__or3_1 (6.7%), sky130_fd_sc_hd__clkbuf_1 (2.2%)",
  "clk_pin_slew_ns": 0.06,
  "cts_root_buffer": "sky130_fd_sc_hd__clkbuf_16",
  "cts_made_buffers": 81,
  "post_synth_most_frequent_cells": "sky130_fd_sc_hd__edfxtp_1 (800), sky130_fd_sc_hd__or2_2 (401), sky130_fd_sc_hd__mux2i_1 (400), sky130_fd_sc_hd__or3_1 (400), sky130_fd_sc_hd__clkbuf_1 (219)",
  "first_global_vias": 22800,
  "cell_area_synth_sq_um": 37100,
  "final.fill_count": 7833,
  "core_area_sq_um": 91800,
  "power.static_leakage_nw": 14.0,
  "final_period_minus_worst_setup_slack_ns": 6.43,
  "drv_slew": 0,
  "grt_first_pass_wirelength_mm": 147,
  "final_critical_path_setup_slack_ns": 2.17,
  "number_of_port_buffers": 62,
  "timing.critical_path.to_type": "primary output",
  "die_h_um": 306,
  "finalHoldViolations": 0,
  "wl_per_cell_um": 24.3,
  "number_of_distinct_library_cell_variants_in_the_gate_level_netlist_after_synthesis": 28,
  "cpMaxStageDelayCell": "sky130_fd_sc_hd__nor2_4",
  "warnings": 25,
  "layout_worst_path_cycle_share_pct": 74.8,
  "grt-busiest-layer": "met2",
  "largest_net_degree_at_the_start_of_global_routing": 97,
  "layout.cell_area.non_filler_sq_um": 41400,
  "total_placed_instance_area_sq_um": 39000,
  "synthMostInstantiatedCell": "sky130_fd_sc_hd__edfxtp_1",
  "final_core_util_pct": 45.1,
  "slew_headroom_pct": 36.5,
  "drc": 0,
  "detailedRoute.firstIterationViolations": 1228,
  "antenna_found_initial": 0,
  "synth-edff-count": 800,
  "final_antenna_net_count": 0,
  "worst_hold_path_type": "in -> reg",
  "layout_stage_area_growth_over_the_synthesis_result_pct": 11.6,
  "io_pins": 63,
  "flop_cell": "sky130_fd_sc_hd__edfxtp_1",
  "cts-resized-gates": 0,
  "globalRoute.totalOverflow": 0,
  "comb_area_sq_um": 11900,
  "worst_slew_pin_slew_ns": 0.952,
  "timing.critical_path.cells": "clkdlybuf4s50_1, nor2_4, buf_4, a22o_1, nor3_1, a31oi_1, nand3_1, clkdlybuf4s50_1",
  "die_area_sq_um": 93900,
  "route.detailed.vias_per_inst": 5.52,
  "critPathRequiredTime_ns": 6.88,
  "setup_violations": 0,
  "max_fclk_mhz": 155,
  "use_met2_pct": 35.1,
  "path_max_fanout": 27,
  "power_per_cell_area_nw_per_um2": 206,
  "max_cap_violations": 0,
  "grtUsageMet3_pct": 10.0,
  "timing_worst_setup_path_type": "in -> out",
  "total_number_of_vias": 22200,
  "hold_bufs_inserted_after_cts": 0,
  "synth_chip_area_sq_um": 37100,
  "largest_area_cell": "sky130_fd_sc_hd__edfxtp_1",
  "seqCellArea_sq_um": 24000,
  "max_flop_register": "_tag_table",
  "tritoncts": "done",
  "insertedDiodeCount": 0,
  "max-vdd-ir-drop_mv": 0.145,
  "cts.htree.levels": 3
}
==> worst paths after layout <==
path / startpoint / endpoint / slack [ns] / depth (start not counted)
hold / removal: ID_EX_tag[0] / _tag_table[19][0] / 2.07 / 3
setup / recovery: IF_btb_index[0] / corresponding_tag[6] / 2.17 / 8
==> layout by cell type, fill, tap and decap left out, drive strengths merged, types with 3 or more instances in the layout <==
| cell | netlist | final |
|---|---|---|
| a31oi | 25 | 25 |
| clkdlybuf4s50 | 0 | 61 |
| nand3 | 77 | 77 |
| clkbuf | 219 | 107 |
| nor3 | 26 | 26 |
| nand3b | 4 | 4 |
| nor3b | 4 | 4 |
| a22o | 50 | 50 |
| or3 | 400 | 400 |
| o21bai | 16 | 16 |
| nand2b | 18 | 18 |
| mux2i | 400 | 400 |
| inv | 0 | 3 |
| clkinv | 0 | 26 |
| edfxtp | 800 | 800 |
| a22oi | 75 | 75 |
| nand2 | 93 | 93 |
| buf | 78 | 107 |
| a21oi | 75 | 75 |
| or2 | 402 | 402 |
==> per-layer routing <==
metal | vias to the layer above | part of all wire (%)
li1 | 10200 | -
met1 | 10800 | 38
met2 | 1044 | 48
met3 | 179 | 11
met4 | 0 | 3.1
met5 | - | 0
==> where the power goes <==
group	switching [mW]	total [mW]	internal (mW)	leakage, nW
clock	1.43	3.25	1.83	1.17
combinational	0.487	0.730	0.243	4.75
sequential	0.0523	4.56	4.51	8.04
==> cell families (layout without fill, tap and decap cells) <==
group	after synthesis	after routing	share of synthesized area (%)
simple gates	1032	1032	16.5
flops	800	800	64.8
mux	400	400	10.8
buf+inv	297	308	3.49
compound gates	241	241	4.46
==> cell type report <==
| type | instances | area share, % |
|---|---|---|
| sequential | 800 | 58.0 |
| multi-input combinational | 1673 | 28.8 |
| clock buffer | 107 | 5.24 |
| clock inverter | 33 | 0.526 |
| timing repair buffer | 168 | 3.65 |
| tap | 1243 | 3.76 |
Power and IR drop assume default switching activity.
